### design.v
`timescale 1ns / 1ps
module flopr #(parameter WIDTH = 8)(
    input  logic                clk, reset,
    input  logic [WIDTH-1 : 0]  d,
    output logic [WIDTH-1 : 0]  q
);
    always_ff @(posedge clk, posedge reset)
    begin
        if (reset)   q <= 0;
        else         q <= d;
    end
endmodule
module floprenr #(parameter WIDTH = 8)(
    input  logic                clk, reset,
    input  logic                en,
    input  logic [WIDTH-1 : 0]  d,
    output logic [WIDTH-1 : 0]  q
);
    always_ff @(posedge clk, posedge reset)
    begin
        if (reset)   q <= 0;
        else if (en) q <= d;
    end
endmodule
module floprdouble #(parameter WIDTH = 8)(
    input  logic clk, reset,
    input  logic [WIDTH-1 : 0] d1, d2,
    output logic [WIDTH-1 : 0] a, b
);
    always_ff @(posedge clk or posedge reset) begin
        if (reset) begin
            a <= 0;
            b <= 0; 
        end
        else begin
            a <= d1;
            b <= d2;
        end 
    end
endmodule
module adder(
    input logic [31:0] a, b,
    output logic [31:0] y
);
    assign y = a + b;
endmodule
module sl2(
    input logic [31:0] a,
    output logic [31:0] y
);
    assign y = {a[29:0], 2'b00};
endmodule
module mux2 #(parameter WIDTH = 8)(
    input logic [WIDTH-1:0] d0, d1,
    input logic s,
    output logic [WIDTH-1:0] y
);
    assign y = s ? d1 : d0;    
endmodule
module mux4 #(parameter Width = 32)(
  input        [Width-1:0] d0, d1, d2, d3,
  input        [1:0]       s,
  output logic [Width-1:0] y
);
    always_comb begin
        unique case(s)
            2'b00: y = d0;
            2'b01: y = d1;
            2'b10: y = d2;
            2'b11: y = d3;
        endcase
    end
endmodule
module regfile(
    input logic clk, we3,
    input logic [4:0] ra1, ra2, wa3,
    input logic [31:0] wd3,
    output logic [31:0] rd1, rd2
);
    logic [31:0] rf[31:0];
    always_ff @(posedge clk)
        if (we3) rf[wa3] <= wd3;
    assign rd1 = (ra1 != 0) ? rf[ra1] : 0;
    assign rd2 = (ra2 != 0) ? rf[ra2] : 0;
endmodule
module signext(
    input logic [15:0] a,
    output logic [31:0] y
);
    assign y = {{16{a[15]}}, a};
endmodule
module alu(
    input logic signed [31:0] a, b,
    input logic [2:0] alucont,
    output logic signed [31:0] result,
    output logic zero
    );
    assign zero = (result == 0);
    always_comb 
        case (alucont)
            3'b000: result = a & b;
            3'b001: result = a | b;
            3'b010: result = a + b;
            3'b100: result = a & ~b;
            3'b101: result = a | ~b;
            3'b110: result = a - b;
            3'b111: result = a < b;
            default: result = 'x;
        endcase
endmodule
module ander(
    input  logic a, b,
    output logic s
);
    assign s = a & b;
endmodule
module orer(
    input  logic a, b,
    output logic s
);
    assign s = a | b;
endmodule
### run.sh
#!/bin/bash
# OpenROAD 26Q1-2900-gdf79404cd8, Yosys 0.63+post, stock flow scripts
make -C /OpenROAD-flow-scripts/flow DESIGN_CONFIG=/design/flow/config.mk WORK_HOME=/design/flow/orfs finish
### config.mk
export PLATFORM = sky130hd
export DESIGN_NAME = adder
export DESIGN_NICKNAME = adder
export VERILOG_FILES = /design/flow/design.v
export SDC_FILE = /design/flow/constraint.sdc
export NUM_CORES = 4
export LEC_CHECK = 1
export CORE_AREA = 10 10 107 107
export DIE_AREA = 0 0 117 117
### constraint.sdc
current_design adder

set clk_period 24.1
set clk_io_pct 0.2

create_clock -name clk0 -period $clk_period

set non_clock_inputs [all_inputs -no_clocks]
set_input_delay [expr $clk_period * $clk_io_pct] -clock clk0 $non_clock_inputs
set_output_delay [expr $clk_period * $clk_io_pct] -clock clk0 [all_outputs]
==> results.py <==
# Flow results
metrics = {
    "sta": {
        "worst_slew_pin_slew_ns": 0.5572,
        "finalSetupTns_ns": 0,
        "grt_setup_unrepaired": "no",
        "maxSlewHeadroom": 0.6189,
        "worst_slack_ns": 11.46,
        "max_freq_mhz": 79.10,
        "finalClockPeriodUsage": 0.5246,
        "hold_violations": 0,
        "finalMaxSlewViolations": 0,
        "setup_viol": 0,
        "finalCriticalPeriod_ns": 12.64,
    },
    "global_route": {
        "grt_pass1_vias": 2099,
        "overflow": 0,
        "grt_max_degree": 11,
        "antenna_found_initial": 0,
        "globalRouteTotalUtil": 0.08878,
        "grt_first_pass_wirelength_mm": 10.13,
    },
    "yosys": {
        "ys_seq_frac": 0,
        "netlist_instances": 241,
        "yosysCellCount": 241,
        "yosys.area_share.simple": 0.1829,
        "xor_share": 0.1406,
        "ys_types": 50,
        "synthesis.area_um2": 1744,
        "logic_family": "AND-OR/OR-AND gates",
        "synth_chip_area_um2": 1744,
        "adder_share": 0.2339,
        "mux_area_frac": 0.01148,
        "aoi_share": 0.3931,
        "avgSynthCellArea_um2": 7.237,
        "yosysWarnings": 0,
    },
    "power_and_ir_drop": {
        "p_leak_nw": 1.176,
        "irDropWorstVdd_mv": 0.01458,
        "power-per-cell-area_nw_per_um2": 29.11,
    },
    "drt": {
        "drcViolationCount": 0,
        "routed_wirelength_mm": 6.349,
        "routed_via_density": 4.863,
        "first_iter_violations": 81,
        "antenna_left": 0,
        "antenna_cells": 0,
        "routedWlPerCell_um": 14.53,
        "drtPass1Iterations": 4,
        "vias": 2125,
    },
    "cts": {
        "post_cts_buffers": 0,
        "ctsResizeCount": 0,
        "hold_buffers": 0,
    },
    "critical_path": {
        "start_kind": "input port",
        "cp-end-kind": "primary output",
        "critical_path_arrival_ns": 7.82,
        "critical_path_peak_fanout": 4,
        "worst_ep_required_time_ns": 19.28,
        "critPathKind": "in -> out",
    },
    "job": {
        "drv_cap": 0,
        "warning_count": 32,
    },
    "status": {
        "outcome": "finished, final reports clean",
    },
    "min_path": {
        "min_path_type": "in -> out",
    },
    "place": {
        "dp_hpwl_mm": 5.590,
        "pre_cts_slack_ns": 11.45,
        "portBuffers": 96,
        "gp_congestion": 0.8280,
    },
    "cells_and_area": {
        "areaGrowthSynthToFinish_pct": 60.55,
        "seqCellArea_um2": 0,
        "final_common_cell": "clkdlybuf4s50_1",
        "fillers": 993,
        "lay_top_cells": "96 x clkdlybuf4s50_1, 31 x ha_1, 29 x a21oi_1, 19 x a21o_1, 18 x nand2_1",
        "layout-drive-gt1-share": 0.03067,
        "nClkBuffers": 0,
        "ff_count": 0,
    },
    "floorplan": {
        "die_area_um2": 13690,
        "die.size.y_um": 117,
        "rows": 35,
        "io_pins": 96,
        "chipWidth_um": 117,
        "fp_util": 0.1897,
        "core_area_um2": 9196,
    },
}
==> synth_stat cells, drive strengths merged, types with 3 or more instances <==
cell | number | area (µm²)
ha | 31 | 387.9
o21bai | 5 | 48.80
o21ai | 15 | 78.82
buf | 3 | 13.76
clkbuf | 8 | 30.03
nand3 | 10 | 50.05
o211ai | 3 | 22.52
nand2 | 18 | 67.56
a21o | 19 | 142.6
inv | 6 | 22.52
a211oi | 3 | 22.52
nand4 | 8 | 50.05
a31oi | 3 | 18.77
a311oi | 3 | 43.80
xor2 | 15 | 131.4
nor3 | 4 | 20.02
nor2 | 12 | 45.04
or2 | 3 | 18.77
xnor2 | 13 | 113.9
a21oi | 29 | 145.1
==> power by group <==
part,switching (W),internal [W]
clock network,0,0
logic,0.0000331,0.0000484
registers,0,0
==> cells by family after synthesis <==
family,Yosys count
buffers and inverters,17
XOR/XNOR,28
AND-OR/OR-AND,97
AND/OR/NAND/NOR,65
adder cells (fa/ha/maj),32
multiplexers,2
==> metal layers <==
layer / global-route usage / wire, µm
met1: 0.1119 / 2789
met2: 0.1534 / 2863
met3: 0.02890 / 696
met4: 0 / 0
met5: 0 / 0
==> final timing paths <==
| check | from | to | cells after the start |
|---|---|---|---|
| setup / recovery | a[0] | y[26] | 11 |
| hold / removal | b[0] | y[0] | 3 |
==> critical path: stages <==
cell and delay [ns]:
clkdlybuf4s50_1 0.41, ha_1 0.24, fa_1 0.40, a21o_1 0.22, a31o_2 0.28, nand3_1 0.09, o221ai_1 0.24, a311oi_1 0.37
o21bai_1 0.11, xor2_1 0.14, clkdlybuf4s50_1 0.50
==> area by class of cell <==
cell class / instances / area [µm²] / area share
Tap cell: 111 / 138.9 / 0.04960
Inverter: 6 / 22.52 / 0.008043
Multi-Input combinational cell: 224 / 1678 / 0.5992
Timing Repair Buffer: 96 / 960.9 / 0.3432
==> metrics by stage <==
stage / total power, W / area, µm² / hold slack (ns) / cells / utilization
2_1_floorplan: 0.00003854 / 1744 / 9.712 / 241 / -
3_3_place_gp: 0.00008218 / 2800 / 10.67 / 437 / 0.3045
3_5_place_dp: 0.00008197 / 2800 / 10.68 / 437 / 0.3045
4_1_cts: 0.00008275 / 2800 / 10.68 / 437 / 0.3045
5_1_grt: 0.00009058 / 2800 / 10.71 / 437 / 0.3045
6_report: 0.00008151 / 2800 / 10.67 / 437 / 0.3045
Power is estimated from default activity; no workload was simulated.
